[flow/config.mk]
export PLATFORM = sky130hd
export DESIGN_NAME = adder_top
export DESIGN_NICKNAME = adder_top
export VERILOG_FILES = /design/flow/design.v
export SDC_FILE = /design/flow/constraint.sdc
export NUM_CORES = 4
export LEC_CHECK = 1
export CORE_UTILIZATION = 30
[flow/design.v]
`timescale 1ns / 1ps
module add3(in,out);
input [3:0] in;
output [3:0] out;
reg [3:0] out;
always @ (in)
 case (in)
 4'b0000: out = 4'b0000;
 4'b0001: out = 4'b0001;
 4'b0010: out = 4'b0010;
 4'b0011: out = 4'b0011;
 4'b0100: out = 4'b0100;
 4'b0101: out = 4'b1000;
 4'b0110: out = 4'b1001;
 4'b0111: out = 4'b1010;
 4'b1000: out = 4'b1011;
 4'b1001: out = 4'b1100;
 default: out = 4'b0000;
 endcase
endmodule
`timescale 1ns / 1ps
module adder_top(
    input clk,
    input rst,
    input [3:0]btn,
    input [7:0]sw,
    output [3:0]sel,
    output [6:0]seg  
);
wire [3:0] outp;
wire load;
wire add_sub;
wire select;
wire [1:0] clks;
wire clk_prs;
wire [15:0] sel_out;
wire [3:0]x;
wire [20:0] final_result;
wire sign;
debounce M1(
    .clk(clk),
    .rst(rst),
    .inp(btn),
    .outp(outp)
);
state M2(
    .clk(clk),
    .reset(rst),
    .clk_prs(clk_prs),
    .btn_de(outp),
    .load(load),
    .add_sub(add_sub),
    .select(select)
);
clk_div M3(
    .clk(clk),
    .rst(rst),
    .clk_prs(clk_prs),
    .clks(clks)   
);
count M4(
    .clk(clk),
    .clk_prs(clk_prs),
    .reset(rst),
    .outp(outp),
    .sw(sw),
    .select(select),
    .load(load),
    .add_sub(add_sub),
    .sel_out(sel_out),
    .sign(sign)
);
bin2bcd M6(
    .A(sel_out),
    .final_result(final_result)
);
scan M7(
    .clks(clks),
    .rst(rst),
    .sel(sel)
);
seg_mux M8(
    .result(final_result),
    .sel(sel),
    .rst(rst),
    .sign(sign),
    .x(x)
);
hex7seg M9(
    .x(x),
    .a_to_g(seg)
);
endmodule
`timescale 1ns / 1ps
module bin2bcd(A,ONES,TENS,HUNDREDS,THOUSANDS,TEN_THOUSANDS,final_result);
input [15:0] A;
output [3:0] ONES, TENS;
output [3:0] HUNDREDS;
output [3:0] THOUSANDS;
output [3:0] TEN_THOUSANDS;
output [20:0] final_result;
wire [3:0] c1,c2,c3,c4,c5,c6,c7,c8,c9,c10,c11,c12,c13,c14,c15,
           c16,c17,c18,c19,c20,c21,c22,c23,c24,c25,c26,c27,c28,c29,c30,c31,c32,c33,c34;
wire [3:0] d1,d2,d3,d4,d5,d6,d7,d8,d9,d10,d11,d12,d13,d14,d15,
           d16,d17,d18,d19,d20,d21,d22,d23,d24,d25,d26,d27,d28,d29,d30,d31,d32,d33,d34;
assign d1 = {1'b0,A[15:13]};
assign d2 = {c1[2:0],A[12]};
assign d3 = {c2[2:0],A[11]};
assign d4 = {c3[2:0],A[10]};
assign d5 = {c4[2:0],A[9]};
assign d6 = {c5[2:0],A[8]};
assign d7 = {c6[2:0],A[7]};
assign d8 = {c7[2:0],A[6]};
assign d9 = {c8[2:0],A[5]};
assign d10 = {c9[2:0],A[4]};
assign d11 = {c10[2:0],A[3]};
assign d12 = {c11[2:0],A[2]};
assign d13 = {c12[2:0],A[1]};
assign d14 = {1'b0,c1[3],c2[3],c3[3]};
assign d15 = {c14[2:0],c4[3]};
assign d16={c15[2:0],c5[3]};
assign d17={c16[2:0],c6[3]};
assign d18={c17[2:0],c7[3]};
assign d19={c18[2:0],c8[3]};
assign d20={c19[2:0],c9[3]};
assign d21={c20[2:0],c10[3]};
assign d22={c21[2:0],c11[3]};
assign d23={c22[2:0],c12[3]};
assign d24={1'b0,c14[3],c15[3],c16[3]};
assign d25={c24[2:0],c17[3]};
assign d26={c25[2:0],c18[3]};
assign d27={c26[2:0],c19[3]};
assign d28={c27[2:0],c20[3]};
assign d29={c28[2:0],c21[3]};
assign d30={c29[2:0],c22[3]};
assign d31={1'b0,c24[3],c25[3],c26[3]};
assign d32={c31[2:0],c27[3]};
assign d33={c32[2:0],c28[3]};
assign d34={c33[2:0],c29[3]};
add3 m1(d1,c1);
add3 m2(d2,c2);
add3 m3(d3,c3);
add3 m4(d4,c4);
add3 m5(d5,c5);
add3 m6(d6,c6);
add3 m7(d7,c7);
add3 m8(d8,c8);
add3 m9(d9,c9);
add3 m10(d10,c10);
add3 m11(d11,c11);
add3 m12(d12,c12);
add3 m13(d13,c13);
add3 m14(d14,c14);
add3 m15(d15,c15);
add3 m16(d16,c16);
add3 m17(d17,c17);
add3 m18(d18,c18);
add3 m19(d19,c19);
add3 m20(d20,c20);
add3 m21(d21,c21);
add3 m22(d22,c22);
add3 m23(d23,c23);
add3 m24(d24,c24);
add3 m25(d25,c25);
add3 m26(d26,c26);
add3 m27(d27,c27);
add3 m28(d28,c28);
add3 m29(d29,c29);
add3 m30(d30,c30);
add3 m31(d31,c31);
add3 m32(d32,c32);
add3 m33(d33,c33);
add3 m34(d34,c34);
assign ONES = {c13[2:0],A[0]};
assign TENS = {c23[2:0],c13[3]};
assign HUNDREDS = {c30[2:0],c23[3]};
assign THOUSANDS ={c34[2:0],c30[3]};
assign TEN_THOUSANDS = {c31[3],c32[3],c33[3],c34[3]};
assign final_result = {TEN_THOUSANDS[3:0],THOUSANDS[3:0],HUNDREDS[3:0],TENS[3:0],ONES[3:0]};
endmodule
`timescale 1ns / 1ps
module clk_div(
    input clk,
    input rst,
    output [1:0] clks,
    output clk_prs  
);
 reg [29:0]div;
always@ (posedge clk or posedge rst)
    begin
        if(rst)
            div <= 30'b0;
        else
            div <= div + 1;
    end
assign clks[1:0] = div[19:18];
assign clk_prs = div[19];
endmodule
`timescale 1ns / 1ps
module count(
    input clk,
    input clk_prs,
    input reset,
    input [3:0] outp,
    input [7:0] sw,
    input select,
    input load,
    input add_sub,
    output reg [15:0] sel_out,
    output reg sign
);
reg [7:0] number_1;
reg [15:0] result;
always@(posedge clk_prs or posedge reset)
 begin
   if(reset)
        number_1 <= 8'd0;
   else if (load)
        number_1 <= sw[7:0];
 end
always@(*)
    begin
    if  (add_sub)begin
        result <= number_1 + sw;
		  sign <= 1'b1;
	 end
    else if(add_sub==0&&number_1>=sw)begin
        result <= number_1 - sw;
		  sign <= 1'b1;
	 end
	 else if(add_sub==0&&number_1<sw)begin
		  result <=8'd00065536-number_1+sw;
		  sign <= 1'b0;
	 end
    end
always@(*)
	begin
		if (select)
			sel_out=result;
		else
			sel_out=sw;
	end
endmodule
`timescale 1ns / 1ps
module debounce(
    input wire [3:0] inp,
    input wire clk,
    input wire rst,
    output wire [3:0] outp
    );
	 reg [3:0] delay1;
	 reg [3:0] delay2;
	 reg [3:0] delay3;
	 always @(posedge clk or posedge rst )
	 begin
			if (rst == 1)
				begin 
					delay1 <= 4'b0000;
					delay2 <= 4'b0000;
					delay3 <= 4'b0000;
				end
			else
				begin
					delay1 <= inp;
					delay2 <= delay1;
					delay3 <= delay2;
				end
	 end
	 assign outp = delay1 & delay2 & delay3;
endmodule
`timescale 1ns / 1ps
module hex7seg( x, a_to_g);
input  wire [3:0] x;
output reg  [6:0] a_to_g;
always @(*)
 case(x)
        4'h0: a_to_g = 7'b0000001;
        4'h1: a_to_g = 7'b1001111;
        4'h2: a_to_g = 7'b0010010;
        4'h3: a_to_g = 7'b0000110;
        4'h4: a_to_g = 7'b1001100;
        4'h5: a_to_g = 7'b0100100;
        4'h6: a_to_g = 7'b0100000;
        4'h7: a_to_g = 7'b0001111;
        4'h8: a_to_g = 7'b0000000;
        4'h9: a_to_g = 7'b0000100;
        4'hA: a_to_g = 7'b1111110; 
        4'hb: a_to_g = 7'b1100000;
        4'hC: a_to_g = 7'b0110001;
        4'hd: a_to_g = 7'b1000010;
        4'hE: a_to_g = 7'b0110000;
        4'hF: a_to_g = 7'b0111000;
        default: a_to_g = 7'b0000001; 
    endcase	 
endmodule
`timescale 1ns / 1ps
module scan(
    input wire [1:0]clks,
    input wire rst,
    output reg [3:0]sel	
);
 always@(clks[1:0])begin
	if(rst)
		sel=4'b0000;
	else
     		case(clks)
       			2'b00:sel = 4'b1110;  
       			2'b01:sel = 4'b1101;  
       			2'b10:sel = 4'b1011;  
       			2'b11:sel = 4'b0111;  
     		endcase
  end 
endmodule
`timescale 1ns / 1ps
module seg_mux(
		input wire [20:0]result,
		input [3:0]sel,
		input rst,
		input sign,
		output reg [3:0]x
    );
always@(sel)
	if(rst==1)
		x=0;
	else if(sign==1) begin
		case(sel)	 
       		4'b1110:x=result[3:0];
       		4'b1101:x=result[7:4];
       		4'b1011:x=result[11:8];
       		4'b0111:x=result[15:12];	 
		endcase
	end
	else if(sign==0) begin 
		case(sel)	 
       		4'b1110:x=result[3:0];
       		4'b1101:x=result[7:4];
       		4'b1011:x=result[11:8];
       		4'b0111:x=4'hA; 
		endcase
	end
endmodule
`timescale 1ns / 1ps
module state(
    input clk,
    input reset,
	input clk_prs,  
	input [3:0] btn_de,
	output reg load,            
	output reg add_sub,         
	output reg select           
);
reg [2:0] state;
reg [2:0] next;
parameter [2:0]IDLE     = 3'b000, 
               LOAD_ADD = 3'b001,
               LOAD_SUB = 3'b010,
               WAIT1    = 3'b011,
	       WAIT2    = 3'b100,
	       ADD_RESL	= 3'b101,
	       SUB_RESL	= 3'b110;
always @(posedge clk_prs or posedge reset)
    if (reset)
        state <= IDLE;
    else
        state <= next;
always @(*)
    begin
        load = 1'b0;
        add_sub = 1'b1;
		select=1'b0;
    case (state)
		IDLE :
			begin
			 if (btn_de[1])
				  next = LOAD_ADD;
			 else if (btn_de[2])
					next = LOAD_SUB;
			 else
				  next = IDLE;
			end
		LOAD_ADD :
			 begin
				  load = 1'b1;
				  next = WAIT1;
			 end
		LOAD_SUB :
			 begin
				  load = 1'b1;
				  next = WAIT2;
			 end
		WAIT1:
			 begin
				 if (btn_de[3])
				  next = ADD_RESL;
				 else
				  next = WAIT1;
			 end
		WAIT2:
			 begin
				 if (btn_de[3])
				  next = SUB_RESL;
				 else
				  next = WAIT2;
			 end
		ADD_RESL:
			begin
				select=1'b1;
				add_sub=1'b1;
				if (btn_de[0])
				  next = IDLE;
				 else
				  next = ADD_RESL;
			end
		SUB_RESL:
			begin
				select=1'b1;
				add_sub=1'b0;
				if (btn_de[0])
				  next = IDLE;
				 else
				  next = SUB_RESL;
			end
		default:
			begin
				next = IDLE;
			end
		endcase
end
endmodule
[flow/run.sh]
#!/bin/bash
# OpenROAD 26Q1-2900-gdf79404cd8, Yosys 0.63+post, stock flow scripts
make -C /OpenROAD-flow-scripts/flow DESIGN_CONFIG=/design/flow/config.mk WORK_HOME=/design/flow/orfs finish
[flow/constraint.sdc]
current_design adder_top

set clk_period 15.5
set clk_io_pct 0.2

create_clock -name clk0 -period $clk_period [get_ports {clk}]

set non_clock_inputs [all_inputs -no_clocks]
set_input_delay [expr $clk_period * $clk_io_pct] -clock clk0 $non_clock_inputs
set_output_delay [expr $clk_period * $clk_io_pct] -clock clk0 [all_outputs]
==> impl_metrics.json <==
{
  "status": "finished, final reports clean",
  "grt_max_degree": 49,
  "p_switching_uw": 87.9,
  "totalWireLength_um": 21400,
  "async_flop_share": 0.691,
  "xor_share": 0.0564,
  "critPathKind": "input pin to primary output",
  "hpwl_um": 13900,
  "cts.hold.buffers_added": 0,
  "fa_ha_area_frac": 0.0619,
  "antenna_found_initial": 0,
  "worstMarginPinSlew_ns": 0.841,
  "hold_class": "register to register",
  "skew_ns": 0.00489,
  "final-seq-area_sq_um": 1520,
  "cts_made_buffers": 5,
  "remaining_drc_errors": 0,
  "syn_area_sq_um": 7760,
  "final_cell_area_sq_um": 9400,
  "die_h_um": 163,
  "p_int_uw": 203,
  "globalRouteOverflowTotal": 0,
  "timing.rr.end": "M3.div[18]$_DFF_PP0_",
  "nFillCells": 2503,
  "wl_per_cell_um": 15.3,
  "unclocked_regs": 36,
  "switching_share": 0.302,
  "arrival_ns": 11.99,
  "cp-end-kind": "primary output",
  "htree_levels": 2,
  "min_to": "M1.delay2[1]$_DFF_PP0_",
  "untimed_endpoints": 36,
  "hp-start": "M1.delay1[1]$_DFF_PP0_",
  "max_freq_ghz": 0.0663,
  "fin_crit_ns": 15.09,
  "die_area_sq_um": 26500,
  "synthMuxAreaShare": 0.0384,
  "clk_pin_slew_ns": 0.05,
  "core-area_sq_um": 25300,
  "max_stage_delay_ns": 0.49,
  "pin_count": 25,
  "die_w_um": 163,
  "syn_avg_cell_area_sq_um": 7.57,
  "ys_area_sq_um": 7760,
  "via_count": 7903,
  "top_cell_area_share": 0.148,
  "min_path_cells": 0,
  "drive_gt1_frac": 0.192,
  "diodes": 0,
  "reg2reg_slack_ns": 13.77,
  "setup_violations": 0,
  "final-comb-area_sq_um": 6520,
  "cap_violations": 0,
  "postRouteAntennaNets": 0,
  "ys_sh_simple": 0.244,
  "slew-limit-headroom": 0.439,
  "synthAoiAreaFrac": 0.344,
  "yosys.cell_count.top_type": "nor2_1",
  "seqPwrFrac": 0.314,
  "synth.logic.top_family": "AND-OR/OR-AND gates",
  "worstSkewPairLatency_ns": 0.28,
  "r2r_start": "M3.div[5]$_DFF_PP0_",
  "finalHoldViolations": 0,
  "port_buffers": 24,
  "grt_pass1_vias": 6889,
  "path_max_fanout": 8,
  "area_leaders": "dfrtp_1 (15%), a21oi_1 (5.2%), ha_1 (5.2%)",
  "start_kind": "input pin",
  "ir_drop_mv": 0.138,
  "leakage_nw": 3.65,
  "cp_slowest_cell": "or4_4",
  "powerDensity_nw_per_um2": 31.0,
  "p_total_uw": 291,
  "cts_buffer_depth": 2,
  "final_cells": 1393,
  "grtUsageTotal": 0.157,
  "place_inst": 1360,
  "combinationalPowerShare": 0.312,
  "first_pass_iters": 7,
  "vias_per_cell": 5.67,
  "clkPwrFrac": 0.374,
  "ys_ff": 68,
  "rows": 58,
  "r2r_cells": 5,
  "ys_types": 111,
  "area_growth_pct": 21.0,
  "required_ns": 12.40,
  "min_period_over_period": 0.973,
  "syn_inst": 1025,
  "grt_pass1_wl_um": 34500,
  "place_congestion": 0.884,
  "fp-utilization": 0.307,
  "cts_tree": "yes",
  "rsz0062_at_grt": "true",
  "synth_stat.cells": 1025,
  "edf_count": 0,
  "top_area_cell": "dfrtp_1",
  "dr.first_iter.drc_count": 711,
  "ys_top_cells_by_count": "nor2_1 (93), nand2_1 (81), a21oi_1 (80)",
  "synth-main-ff-cell": "dfrtp_1",
  "placed_area_sq_um": 8330,
  "root_buffer": "clkbuf_16",
  "warnings": 40,
  "maxSlewViolCount": 0,
  "ys_warn_count": 9
}
sequential cells by signal (all words and copies together) (netlist names):
signal / count
M4.sign: 1
M8.x: 4
M3.div: 20
M4.number_1: 8
M1.delay3: 4
M2.state: 7
M4.result: 16
M1.delay2: 4
M1.delay1: 4
critical path: cells and delay by family:
kind	cells	cell delay (ns)
xor gates and xnor gates	1	0.14
buffers and inverters	8	1.04
adders and majority gates	2	0.61
AOI/OAI and AO/OA	21	4.47
muxes	1	0.45
and+or+nand+nor	7	1.31
latches	2	0.86
per-layer routing:
metal,global-route usage,wire (um),up-vias,share of wire
met4,0.0306,635,0,0.030
met2,0.245,9510,259,0.44
met3,0.0140,1140,52,0.053
met5,0,0,-,0
li1,-,-,3928,-
met1,0.237,10100,3664,0.47
layout make-up:
class	count	share of cell area
clock buffer	6	0.0137
clock inverter	2	0.00373
inverter	40	0.0161
multi-input combinational	884	0.694
sequential	68	0.161
tap	330	0.0439
timing repair buffer	63	0.0674
power by group through the flow:
stage / Clock (mW) / Combinational (mW) / Sequential [mW]
after global routing: 0.117 / 0.101 / 0.0918
after CTS: 0.113 / 0.0880 / 0.0914
final: 0.109 / 0.0909 / 0.0915
placed cells by master (no fill, tap or decap), drive strengths merged, types with 7 or more instances in the layout:
cell type / netlist / routed
a211o: 8 / 8
o21a: 11 / 11
nand2: 82 / 82
or2: 11 / 11
a21boi: 12 / 12
nand3: 37 / 37
nand2b: 18 / 19
dfrtp: 46 / 46
a211oi: 14 / 14
xor2: 14 / 14
buf: 37 / 35
nor2: 95 / 95
o211ai: 21 / 21
nor4: 10 / 10
conb: 1 / 21
clkdlybuf4s50: 0 / 18
ha: 32 / 32
nor3: 22 / 23
inv: 39 / 39
o21ai: 91 / 92
dlxtn: 21 / 21
xnor2: 36 / 36
o221a: 7 / 7
mux2: 12 / 12
and2: 7 / 7
a21oi: 81 / 81
nor3b: 8 / 8
nand4: 9 / 9
a31oi: 12 / 13
mux2i: 14 / 14
clkbuf: 24 / 13
o221ai: 9 / 9
or3: 10 / 10
o22ai: 15 / 15
nor2b: 19 / 19
o21bai: 8 / 8
and3: 13 / 13
a21o: 13 / 13
o31ai: 7 / 7
worst max-delay path by stage:
stage / start / endpoint / cells past startpoint
4_1_cts: sw[1] / seg[3] / 42
5_1_grt: sw[1] / seg[3] / 42
6_report: sw[1] / seg[3] / 42
through the flow:
stage	setup TNS (ns)	setup WS [ns]	utilization	hold slack (ns)
floorplan	0	1.33	-	0.353
global placement	-13.05	-1.95	0.330	0.360
detailed placement	-13.55	-2.02	0.330	0.366
CTS	0	0.00327	0.354	0.379
global route	-0.0893	-0.0642	0.372	0.379
finish	0	0.411	0.372	0.375
logic make-up (layout without fill, tap and decap cells):
| family | Yosys count | in the layout |
|---|---|---|
| compound gates | 376 | 382 |
| xor+xnor | 50 | 50 |
| fa+ha+maj | 37 | 37 |
| buf+inv | 101 | 111 |
| flops | 47 | 47 |
| latches | 21 | 21 |
| mux | 27 | 27 |
| other cells | 1 | 21 |
| simple gates | 365 | 367 |
timing repair:
item | in CTS | in global routing
cloned | 6 | 6
setup buffers | 12 | 9
pin swaps | 18 | 31
endpoints found under the hold margin | 0 | 0
gates resized | 86 | 86
endpoints found under the setup margin | 7 | 7
Power and IR drop assume default switching activity.
